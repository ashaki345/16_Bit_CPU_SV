## /design/flow/design.v

```verilog
`timescale 1ns / 1ps
module PC (
	input [12:0] data_in, 
	input inc, clr, clk,
	output logic [12:0] data_out,
	input load
	);
	always @(posedge clk) begin
		if (clr) data_out <= 13'b0;
		else if (load) data_out <= data_in;
		else if (inc) data_out <= data_out + 13'b0000_0000_0000_1;
	end	
endmodule 
```

## /design/flow/run.sh

```bash
#!/bin/bash
# OpenROAD 26Q1-2900-gdf79404cd8, Yosys 0.63+post, stock flow scripts
make -C /OpenROAD-flow-scripts/flow DESIGN_CONFIG=/design/flow/config.mk WORK_HOME=/design/flow/orfs finish
```

## /design/flow/config.mk

```make
export PLATFORM = sky130hd
export DESIGN_NAME = PC
export DESIGN_NICKNAME = PC
export VERILOG_FILES = /design/flow/design.v
export SDC_FILE = /design/flow/constraint.sdc
export NUM_CORES = 4
export LEC_CHECK = 1
export CORE_AREA = 10 10 80 80
export DIE_AREA = 0 0 90 90
```

## /design/flow/constraint.sdc

```tcl
current_design PC

set clk_period 2.0
set clk_io_pct 0.2

create_clock -name clk0 -period $clk_period [get_ports {clk}]

set non_clock_inputs [all_inputs -no_clocks]
set_input_delay [expr $clk_period * $clk_io_pct] -clock clk0 $non_clock_inputs
set_output_delay [expr $clk_period * $clk_io_pct] -clock clk0 [all_outputs]
```

==> changes_impl.md <==
### Implementation results

* Status: complete, no violations
* Die width at approximately 90 um
* Post-synthesis cell count at about 90
* Bufs on Longest Clock Path at 2
* Yosys top cell by area: dfxtp_1
* Inst Count DP at 185
* Max cap viols at 0
* Worst hold slack at approximately 0.59 ns
* Tot Pwr at 675 uW
* Cell area leaders: dfxtp_1 34%, xnor2_1 9.0%, a21oi_1 6.5%
* R2R setup slack at about 0.44 ns
* Number of port buffers at 29
* Top delay family on crit path: buffers and inverters
* Synth Register Bits at 13
* Hold_sp: data_out[12]
* Largest registers: data_out (13)
* Crit Path Max Fanout at 6
* Crit end category: output port
* Synthesized area per cell at 8.62 um^2
* Antenna Cells at 0
* Count leader, synth: dfxtp_1
* Slew Viols, Final at 0
* Fin crit share at approximately four fifths
* Setup violations, final at 0
* Critical setup path kind: flip-flop to output port
* Yosys stat chip area at 776 um^2
* DR vias at around 700
* Layout cells sized above 1 at a little over a tenth
* Hold EP: data_out[12]
* Vias/cell at 3.81
* Largest net degree at the start of global routing at 19
* Grt peak-use layer: met2
* Global routing usage on met2 at 8.84%
* Startpoint types: flip-flop
* H-tree Lvls at 1
* TritonCTS buffer count at 3
* Initial antenna violation count at 0
* Setup Skew at roughly 0.0058 ns
* Pwr dens at ~560 mW/mm^2
* Global-route wire length before repair at 3830 um
* Drt total wl at between 2000 and 2500 um
* VDD IR max at about 0.45 mV
* Reg2reg start: data_out[0]
* Post-synth EDFFs at 0
* CTS tree: done
* Met3 Use GR at under 10%
* Register share after synthesis at about 34%
* Core Footprint at 0.00472 mm^2
* Seq. cell area at 260 um^2
* R2R cell count at 5
* Die area at 0.00810 mm^2
* Setup TNS Final at 0 ns
* Ports at 30
* Worst relative slew slack at around 78%
* Row count at 25
* Hold_buf cts at 0
* Fillcell total at around 500
* Gr usage total at between 5 and 6%
* CTS root buffer: clkbuf_8
* Hold depth at 2
* Num Clock Sinks at 13
* Vias in the first global route at around 760
* Post-route minimum period at around 1.6 ns
* Hold/Removal Path Class: flip-flop to flip-flop
* Resize count post-CTS at 0
* Syn Std Cell Area at just under 800 um^2
* M1 GR Usage at 7.60%
* DRC viols at 0
* Largest Register: data_out
* FP Core Util at approximately 16%
* CP peak stage delay at approximately 0.52 ns
* Finished Cell Area at roughly 0.0012 mm^2
* Least-Margin Pin Slew at ~0.33 ns
* Drt wl/cell at around 12 um
* Number of detailed-route iterations in the first pass at 4
* Critical path data arrival time at 1.22 ns
* Log Warnings at 25
* Number of cells in Yosys stat at 90
* Iteration-0 DRC Markers at 29
* Crit Reg-Reg Endpoint: data_out[8]
* FFs w/ async S/R, synth at 0%
* P&R area growth vs syn at 54.7%
* Final cell count without fillers at 189
* Post-route ant nets at 0
* GP Congestion at a little under 0.8
* Top-area cell share at between 30% and 40%
* Detail Placement HPWL at around 1800 um
* Main synth FF type: dfxtp_1
* Data required, critical path at roughly 1.6 ns
* YS warnings at 1
* Max Clk Rate at a little over 600 MHz
* Comb. cell area at ~470 um^2
* Buf/Inv on CP at 1
* Distinct lib cells at 23
* Max FFs per register at 13
* Most common library cells after synthesis: 13 x dfxtp_1, 10 x a21oi_1, 8 x nor2_1, 8 x xnor2_1, 7 x inv_1
* Setup crit start: data_out[2]
* Post-DP Area at approximately 0.0012 mm^2
* Late-Pin Clk Latency at 0.25 ns
* Critical-path top delay cell: clkdlybuf4s50_1
* Setup bufs post-CTS at 0
* Lkg Pwr at approximately 0.44 nW
* Die Y at 90 um
* GRT overflow at 0
* Clk pin slew, worst setup/hold paths at 0.06 ns
* RSZ-0062 raised after global routing: false
* Hold Violations, Final at 0
* Worst path cell trace: clkdlybuf4s50_1
final cells by class:
cell class,instances,share of cell area (%)
inverters,7,2.19
well taps,67,6.99
clock buffers,4,3.75
flip-flops and latches,13,21.7
multi-input cells,66,39.3
repair buffers,32,26.1
logic make-up (layout without fill, tap and decap cells):
kind of cell,after synthesis,after routing,share of synthesized area [%]
AND-OR/OR-AND,18,18,13.5
AND/OR/NAND/NOR,31,31,26.9
adder cells (fa/ha/maj),1,1,1.61
buffers and inverters,11,43,5.65
multiplexers,4,4,5.16
flip-flops,13,13,33.5
XOR/XNOR,12,12,13.5
metal layers:
metal / routed length [um] / vias up / share of wire [%]
li1: - / 377 / -
met1: 1070 / 321 / 48
met5: 0 / - / 0
met4: 17 / 0 / 0.76
met3: 147 / 2 / 6.6
met2: 985 / 21 / 44
power by group:
group          switching [mW]  internal, mW  total [mW]
Clock                   0.100         0.141       0.241
Sequential             0.0254         0.277       0.302
Combinational          0.0451        0.0867       0.132
Total                   0.171         0.504       0.675
cells in the final DEF, fill, tap and decap left out, drive strengths merged, types with 3 or more instances in the layout:
cell / instances
nand2: 6
nor3: 7
o22ai: 4
o21a: 4
dfxtp: 13
inv: 7
clkdlybuf4s50: 29
xnor2: 8
clkbuf: 4
nor2: 8
xor2: 4
buf: 3
nand4: 4
a21oi: 10
mux2i: 4
how the worst max path moves through the flow:
stage | cells past startpoint | end
after global routing | 5 | data_out[8]
final | 1 | data_out[2]
after CTS | 1 | data_out[5]
metrics by stage:
stage | util, % | setup slack (ns)
after floorplan | - | 0.668
after global placement | 24.5 | 0.199
after detailed placement | 24.5 | 0.179
after CTS | 25.4 | 0.355
after global routing | 25.4 | 0.300
final | 25.4 | 0.377
No activity file was given, so power comes from the tool's default toggle rates.
