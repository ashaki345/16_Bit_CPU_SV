[flow/config.mk]
export PLATFORM = sky130hd
export DESIGN_NAME = AC
export DESIGN_NICKNAME = AC
export VERILOG_FILES = /design/flow/design.v
export SDC_FILE = /design/flow/constraint.sdc
export NUM_CORES = 4
export LEC_CHECK = 1
export CORE_AREA = 10 10 99 99
export DIE_AREA = 0 0 109 109
[flow/constraint.sdc]
current_design AC

set clk_period 4.4
set clk_io_pct 0.2

create_clock -name clk0 -period $clk_period [get_ports {clk}]

set non_clock_inputs [all_inputs -no_clocks]
set_input_delay [expr $clk_period * $clk_io_pct] -clock clk0 $non_clock_inputs
set_output_delay [expr $clk_period * $clk_io_pct] -clock clk0 [all_outputs]
[flow/design.v]
`timescale 1ns / 1ps
module AC (
	input [15:0] data_in,
	input [15:0] ir_in,
	input load,
	input clk,  
	input increm,
	input comp,
	input sr,
	input sleft,
	input zero,
	input ldimm,
	output logic [15:0] data_out,
	output zeroflag  
	);
wire signed [15:0] s_data_out = data_out;
wire signed [15:0] s_ir_in = ir_in;
	always @(posedge clk) begin 
		if(load) data_out <= data_in;  
		else if(increm) data_out <= data_out + 16'b0000_0000_0000_0001;  
		else if (comp) data_out <= ~data_out;  
		else if (sr) data_out <= s_data_out >> 1;  
		else if (sleft) data_out <= data_out << 1;  
		else if (zero) data_out <= 16'b0;  
		else if (ldimm) data_out <= s_ir_in;  
	end
assign zeroflag = (data_out == 16'b0) ? 1'b1 : 1'bz;  
endmodule 
[flow/run.sh]
#!/bin/bash
# OpenROAD 26Q1-2900-gdf79404cd8, Yosys 0.63+post, stock flow scripts
make -C /OpenROAD-flow-scripts/flow DESIGN_CONFIG=/design/flow/config.mk WORK_HOME=/design/flow/orfs finish
==> flow_metrics.env <==
# source this file to load flow results
export IMPL_status="complete, no violations"
export IMPL_dr_pass1_iters=4
export IMPL_met1_usage_pct=13.0
export IMPL_path_class="in -> reg"
export IMPL_ys_flops=16
export IMPL_antenna_left=0
export IMPL_via_count=1662
export IMPL_end_kind="flip-flop"
export IMPL_area_delta_synth_final_pct=39.9
export IMPL_fin_setup_tns_ns=0
export IMPL_crit_end="data_out[15]"
export IMPL_clock_latency_ns=0.25
export IMPL_netlist_instances=185
export IMPL_grt_pass1_vias=1598
export IMPL_largest_reg_flops=16
export IMPL_numClockSinks=16
export IMPL_antenna_found_initial=0
export IMPL_grt_pass1_wl_mm=8.76
export IMPL_cts_root_buf="clkbuf_8"
export IMPL_crit_start="load"
export IMPL_finalInstanceArea_sq_um=2300
export IMPL_htreeDepth=1
export IMPL_p_leak_uw=0.000789
export IMPL_cap_violations=0
export IMPL_period_needed_ns=3.08
export IMPL_largest_registers="data_out (16)"
export IMPL_place_hpwl_mm=4.36
export IMPL_hold_path_class="reg -> reg"
export IMPL_ys_area_sq_um=1640
export IMPL_r2r_start="data_out[1]"
export IMPL_yosys_stat_cells=185
export IMPL_synthFlopType="edfxtp_1"
export IMPL_grt_setup_unrepaired="false"
export IMPL_common_cells="18 x inv_1, 16 x edfxtp_1, 14 x o21ai_0, 11 x a21oi_1, 11 x nor2_1"
export IMPL_timing_fmax_mhz=325
export IMPL_timing_final_hold_violations=0
export IMPL_ys_seq_share_pct=29.2
export IMPL_portBuffers=55
export IMPL_synth_top_area_share_pct=29.2
export IMPL_rows=32
export IMPL_viasPerCell=5.02
export IMPL_largest_area_cell="edfxtp_1"
export IMPL_busiest_layer="met2"
export IMPL_edf_count=16
export IMPL_setup_violations=0
export IMPL_place_inst=327
export IMPL_slew_headroom_pct=42.7
export IMPL_worst_pin_slew_ns=0.857
export IMPL_crit_fanout=15
export IMPL_cts_tree="built"
export IMPL_worst_r2r_setup_slack_ns=2.47
export IMPL_drtIter0Drc=175
export IMPL_wl_mm=5.69
export IMPL_post_cts_repair_setup_buffers=0
export IMPL_powerDensity_nw_per_um2=232
export IMPL_placed_area_sq_um=2250
export IMPL_r2r_cells=5
export IMPL_routabilityCongestion=0.875
export IMPL_yosysWarnings=2
export IMPL_synthesis_area_sq_um=1640
export IMPL_final_cells=331
export IMPL_synth_area_per_cell_sq_um=8.89
export IMPL_finalMaxSlewViolations=0
export IMPL_grt_max_degree=25
export IMPL_die_y_um=109
export IMPL_largest_register="data_out"
export IMPL_cp_required_ns=4.40
export IMPL_core_area_sq_um=7730
export IMPL_period_used_pct=70.0
export IMPL_met3_usage_pct=2.93
export IMPL_grt_overflow=0
export IMPL_pin_count=57
export IMPL_drive_above_1_share_pct=10.5
export IMPL_crit_arrival_ns=3.08
export IMPL_die_width_um=109
export IMPL_track_usage_pct=9.30
export IMPL_cts_buffer_depth=2
export IMPL_cts_resized=0
export IMPL_drc_errors=0
export IMPL_total_power_uw=533
export IMPL_worst_ir_drop_vdd_v=0.0000850
export IMPL_holdBufCountCts=0
export IMPL_initCoreUtil_pct=21.3
export IMPL_cts_made_buffers=3
export IMPL_post_drt_wl_per_cell_um=17.2
export IMPL_cts_reportedPaths_clkPinSlew_ns=0.06
export IMPL_globalRouteMet2Util_pct=14.6
export IMPL_hold_path_startpoint="data_out[15]"
export IMPL_synthArstFlopShare_pct=0
export IMPL_diodes=0
export IMPL_synth_top_cells_by_area="edfxtp_1 29%, a221oi_1 5.3%, a221oi_2 4.6%"
export IMPL_critPathLaunchType="input pin"
export IMPL_chipArea_sq_um=11900
export IMPL_warnings=25
export IMPL_synth_top_cell_by_count="inv_1"
export IMPL_finClkSkew_ns=0.00765
export IMPL_yosysUniqueCellTypes=43
export IMPL_rr_endpoint="data_out[12]"
[stage by stage]
step | hold slack (ns) | worst slack (ns) | util [%]
5_1_grt | 0.907 | 1.16 | 29.8
4_1_cts | 0.840 | 1.33 | 29.8
3_3_place_gp | 0.817 | 1.15 | 29.2
3_5_place_dp | 0.832 | 1.07 | 29.2
6_report | 0.841 | 1.32 | 29.8
2_1_floorplan | 0.744 | 2.13 | -
[power breakdown]
| group | switching, uW | internal (uW) | total [uW] |
|---|---|---|---|
| clock network | 49.1 | 61.8 | 111 |
| logic | 78.7 | 109 | 187 |
| registers | 43.9 | 191 | 234 |
[cells by family after synthesis]
kind of cell	Yosys count	synth area share (%)
AOI/OAI and AO/OA	67	31.5
xor gates and xnor gates	8	4.26
adders and majority gates	1	0.761
buffers and inverters	35	9.13
DFF	16	29.2
muxes	4	2.59
other	1	0.228
and+or+nand+nor	53	22.3
[final cells by class]
| cell class | count | area (sq um) |
|---|---|---|
| fill | 797 | 5430 |
| multi-input combinational | 134 | 1010 |
| timing repair buffer | 57 | 566 |
| sequential | 16 | 480 |
| tap | 102 | 128 |
| inverter | 18 | 67.6 |
| clock buffer | 3 | 41.3 |
| clock inverter | 1 | 3.75 |
[worst min path at each step]
stage / end / slack (ns) / cells past startpoint
5_1_grt: data_out[15] / 0.91 / 3
4_1_cts: data_out[15] / 0.84 / 3
6_report: data_out[15] / 0.84 / 3
[cell usage in the layout (no fill, tap or decap), types with 4 or more instances in the layout]
master           instances
a21oi_1                 11
a221o_1                  7
a221oi_1                10
a221oi_2                 5
a31oi_1                  7
clkdlybuf4s50_1         55
edfxtp_1                16
inv_1                   18
nand2_1                  7
nand2b_1                 5
nand3_1                  4
nor2_1                  11
nor3_1                   5
nor4_2                   5
o21ai_0                 14
xnor2_1                  8
[routing by layer]
layer / share of wire (%) / vias up
li1: - / 809
met1: 41 / 762
met2: 47 / 89
met3: 12 / 2
met4: 0.26 / 0
met5: 0 / -
[worst max-delay path: stages]
cell and delay (ns):
clkdlybuf4s50_1 0.76, nor2_1 0.69, nand3_1 0.41, buf_4 0.31
