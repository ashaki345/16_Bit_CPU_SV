==> design.v <==
`timescale 1ns / 1ps
module IR (input [15:0] data_in,
			  input clk,
			  input load,
			  output logic [15:0] data_out
			  );
	always @(posedge clk) begin 
		if (load) data_out <= data_in;
		end
endmodule 
==> run.sh <==
#!/bin/bash
# OpenROAD 26Q1-2900-gdf79404cd8, Yosys 0.63+post, stock flow scripts
make -C /OpenROAD-flow-scripts/flow DESIGN_CONFIG=/design/flow/config.mk WORK_HOME=/design/flow/orfs finish
==> config.mk <==
export PLATFORM = sky130hd
export DESIGN_NAME = IR
export DESIGN_NICKNAME = IR
export VERILOG_FILES = /design/flow/design.v
export SDC_FILE = /design/flow/constraint.sdc
export NUM_CORES = 4
export LEC_CHECK = 1
export CORE_AREA = 10 10 71 71
export DIE_AREA = 0 0 81 81
==> constraint.sdc <==
current_design IR

set clk_period 1.0
set clk_io_pct 0.2

create_clock -name clk0 -period $clk_period [get_ports {clk}]

set non_clock_inputs [all_inputs -no_clocks]
set_input_delay [expr $clk_period * $clk_io_pct] -clock clk0 $non_clock_inputs
set_output_delay [expr $clk_period * $clk_io_pct] -clock clk0 [all_outputs]
==> flow_summary.yaml <==
# yosys + openroad results
clocking:
  root_buffer: "clkbuf_8"
  cts_tree: "built"
  cts.sinks: 16
  path_clk_slew_ns: 0.06
  numCtsBuffers: 3
  cts.path.max_buffers: 2
  h-tree-depth: 1
critical_path:
  cp_num_cells: 2
  arrival_ns: 0.90
  path_buffers: 2
  crit_family: "buffers and inverters"
  cp_cell_sequence: "clkdlybuf4s50_1 > buf_12"
  slowest_stage: "clkdlybuf4s50_1"
  critPathKind: "input port to flip-flop"
  worstPathMaxFanout: 14
  worst_setup_path_end_kind: "flip-flop"
  worstSetupStartpoint: "load"
  critPathRequiredTime_ns: 0.96
  start_kind: "input port"
  timing.critical_path.to: "data_out[13]$_DFFE_PP_"
  crit_path_max_incr_delay_ns: 0.53
placement:
  port-buffer-count: 33
  place_congestion: 0.690
  dp_hpwl_um: 1050
  placed_cells: 99
  placed_cell_area_um2: 898
layout:
  drive_above_1_share_pct: 38.2
  layout.cells.non_filler: 103
  largest_reg_flops: 16
  area_growth_pct: 79.7
  comb.multi_input.count: 0
  top_register: "data_out"
  final_cell_area_um2: 863
  largestRegisters: "data_out: 16 flops"
  layout_top_cell: "clkdlybuf4s50_1"
  mi_logic_area_um2: 0
  final_cell_mix: "clkdlybuf4s50_1, edfxtp_1, buf_2, clkbuf_8, clkbuf_2"
global_route:
  track_usage_pct: 3.81
  grt_pass1_vias: 356
  grt_max_degree: 15
  grt_pass1_wl_um: 1860
  grt_antenna_before_repair: 0
  grt-ovfl-total: 0
yosys:
  ys_cells: 16
  synthCells: 16
  ys_area_um2: 480
  area_leaders: "edfxtp_1"
  ys_ff: 16
  syn-mean-instance-area_um2: 30.0
  yosysTopAreaCell: "edfxtp_1"
  ys_warn_count: 1
  top_cell_area_share_pct: 100
  synth_cell_types: 1
  ys_seq_share_pct: 100
  syn_area_um2: 480
timing:
  grt_setup_unrepaired: "false"
  setup_violations: 0
  drv_slew: 0
  tns_ns: 0
  max_freq_mhz: 1070
  final_hold_viol_count: 0
  slew_headroom_pct: 90.1
  post-route-min-period_ns: 0.939
  fin_crit_sh_pct: 93.9
  worst_pin_slew_ns: 0.148
power_and_ir_drop:
  p_comb_share_pct: 9.1
  total_power_mw: 1.42
  irDropWorstVdd_mv: 0.403
  power_density_nw_per_um2: 1640
  p_leak_nw: 0.324
  internal-power_mw: 1.17
  switching_share_pct: 17.7
  clkPwrFrac_pct: 33.9
  p_sw_mw: 0.250
  pwr-share-seq_pct: 57.0
detailed_routing:
  ant_nets: 0
  drt_pass1_iterations: 4
  wl_um: 1270
  wl_per_cell_um: 12.4
  drc: 0
  drt_iter0_markers: 14
  vias: 288
  diodes: 0
  via_per_inst: 2.80
run:
  drv_cap: 0
  warning_count: 25
floorplan:
  fp_util_pct: 13.2
  rows: 22
  coreArea_um2: 3630
  ios: 34
  chip_area_um2: 6560
  dieHeight_um: 81
  die_w_um: 81
status:
  status: "finished, final reports clean"
min_path:
  hold_path.class: "input port to flip-flop"
-- metrics by stage --
step | utilization [%] | setup slack (ns) | hold WS (ns)
2_1_floorplan | - | 0.501 | 0.299
3_3_place_gp | 24.7 | -0.188 | 0.755
3_5_place_dp | 24.7 | -0.207 | 0.758
4_1_cts | 24.2 | 0.00560 | 0.497
5_1_grt | 23.8 | 0.0173 | 0.495
6_report | 23.8 | 0.0611 | 0.506
-- how the worst min path moves through the flow --
stage          startpoint                      to  slack (ns)  depth (start not counted)
global route   data_in[2]   data_out[2]$_DFFE_PP_        0.50                          1
CTS            data_in[2]   data_out[2]$_DFFE_PP_        0.50                          1
finish        data_in[11]  data_out[11]$_DFFE_PP_        0.51                          1
-- final cells by class --
cell class	instances	area [um2]
flip-flops and latches	16	480
fillers	393	2770
clock buffers	3	41.3
clock inverters	1	3.75
well taps	48	60.1
repair buffers	35	278
-- power groups by stage --
stage | Combinational [mW] | Sequential, mW | Clock, mW
finish | 0.128 | 0.808 | 0.480
CTS | 0.139 | 0.809 | 0.508
global route | 0.144 | 0.814 | 0.541
-- cells in the mapped netlist --
cell,n
edfxtp_1,16
-- kinds of logic after synthesis --
family	Yosys count	share of synthesized area (%)
flops	16	100
-- routing by layer --
metal	global-route usage [%]	part of all wire, %
met5	0	0
met4	0.692	0
met3	2.45	13
met2	5.81	48
met1	4.54	40
-- what timing repair did --
action                     4_1_cts  5_1_grt
hold buffers                     0        0
setup buffers                    0        0
setup endpoints to repair       16        3
pin swaps                        0        0
cloned                           0        0
resized                         45        3
Power and IR drop assume default switching activity.
